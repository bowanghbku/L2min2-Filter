--- /design/flow/config.mk ---
export PLATFORM = sky130hd
export DESIGN_NAME = L2min2
export DESIGN_NICKNAME = L2min2
export VERILOG_FILES = /design/flow/design.v
export SDC_FILE = /design/flow/constraint.sdc
export NUM_CORES = 4
export LEC_CHECK = 1
export CORE_UTILIZATION = 40
--- /design/flow/design.v ---
`timescale 1ns/1ns
module L2min2 (
			 input wire          		clk,          	 
			 input wire               	rst_in,	    	 
			 input wire        [10:0]  	N_in, 			 
			 input wire         	  	d_in,			 
			 output reg       [28:0]  	d_out,			 
			 output wire                done			 
			);
reg [10:0]  d1;  										 
reg [19:0] d2;											 
wire rstb_raw    = !rst_in;
reg  rstb_syn1, rstb;
wire sclk_sync  = clk  && !rstb;
always @(negedge sclk_sync or negedge rstb_raw)
    if (!rstb_raw) begin
        rstb_syn1 <= 1'b0;
        rstb      <= 1'b0;
    end
    else begin
        rstb_syn1 <= 1'b1;
        rstb      <= rstb_syn1;
    end
wire rst  	  = !rstb;
wire gclk 	  = clk && !done && rstb;
always @(posedge gclk or posedge rst)
begin
	if (rst) 
		d1 <= 0;
	else 
        	d1 <= d1 + 1;
end
always @(posedge gclk or posedge rst)
begin
	if (rst)
			d2 <= 20'd524800;   
	else
		begin
			d2 <= d2 - d1;  	 
		end
end
wire clk_add = gclk && d_in;
always @(negedge clk_add or negedge rstb) 
begin
	if (!rstb)
		d_out <= 0;							
	else
		d_out <= d_out + d2;
end
assign done = (d1 == N_in);
endmodule
--- /design/flow/constraint.sdc ---
current_design L2min2

set clk_period 1.9
set clk_io_pct 0.2

create_clock -name clk0 -period $clk_period

set non_clock_inputs [all_inputs -no_clocks]
set_input_delay [expr $clk_period * $clk_io_pct] -clock clk0 $non_clock_inputs
set_output_delay [expr $clk_period * $clk_io_pct] -clock clk0 [all_outputs]
--- /design/flow/run.sh ---
#!/bin/bash
# OpenROAD 26Q1-2900-gdf79404cd8, Yosys 0.63+post, stock flow scripts
make -C /OpenROAD-flow-scripts/flow DESIGN_CONFIG=/design/flow/config.mk WORK_HOME=/design/flow/orfs finish
==> design notes <==
For this run, the register share of the synthesized area comes to 40.48%. The flow reported a cell area power density of 24.80 nW/µm². The buffer_ports step reported a buffer count of 44. The number of warnings reported in the stage logs is 32. The share of total power consumed by net switching works out to 34.08%. The logs give 0 for the sum of overflow across all layers after global routing and 0 for the number of antenna violations at the first check in global routing. The area enclosed by the die boundary came out at 9992 µm². Wire segments on met3 add up to 72 µm in the final route. The post-layout minimum cycle time is 1.784 ns. The total of flip-flops plus latches after synthesis was 62; the top fanout value on the critical path was 2. The tools report the via count as 2745. For reference, the most critical setup path is categorized as in -> out. The floorplan step set the die width to 99.96 µm. Per the detail_route report, vias per standard cell equal 5.046.

Overall power consumption after layout is estimated at 110.7 µW. The effective utilization at floorplan came out at 41.35%. Setup repair after global routing left no endpoint under its margin.

The routed wirelength on the met1 layer is recorded as 3.732 mm. With the max-capacitance violation count at 0, the detailed router's first-iteration violation count is 91. The share of cells above drive strength 1 works out to 7.470%. The yosys warning tally is 1, and the worst hold slack is 1.457 ns. The final-layout setup total negative slack was 0 ns.

In the synthesis report, Yosys lists the chip area as 3839 µm². The floorplan has 35 rows. Walking the worst path, the cells encountered are dlygate4sd2_1, xor2_1, nor4_1, nand3_1, inv_1, clkdlybuf4s15_1.

In this run, synthesis inferred 0 flip-flops with an integrated enable. Looking at the VDD voltage map, the peak drop is 0.02011 mV. Of the total power, combinational logic draws 54.9%.

90 endpoints have no timing constraint. The kind of end point of the critical path is an output port. After synthesis the cells add up to 3839 µm². Looking at the power breakdown, sequential logic takes 45.1% of the total. The cell count after synthesis came out at 369. With the period utilization at 93.89%, the routability congestion estimate is 0.8471. The worst slew margin relative to its limit is 54.58%. The area growth from synthesis to final layout came out at 16.26%. The layout has 893 filler cells. The leakage component of the power was 1.824 nW. With the detailed-route wire length per cell at 13.19 µm, the cell total in the yosys stat output is 369. The tools report the remaining antenna violation count as 0. The flow ran to the end, and the final reports show no timing, DRC or antenna violations. For the data arrival time of the critical path, the log shows 1.40 ns. The tools report the hold path startpoint as N_in[3]. The layout stage reports a final design area of 4463 µm².

STA puts the critical path data required time at 1.52 ns. The final report lists the setup-violating endpoint count as 0. The tools report the max-slew violation count as 0. The type recorded for the worst min-delay path is in -> out. The run gives 0 as the DRC violations left. The final layout contains routed wiring with a total length of 7.174 mm. The instance count after placement with tap cells included came out at 543.

The detailed-router iteration count before antenna repair was 4. For the number of antenna repair diodes, the log shows 0. The run gives 48 for the pin count of the biggest net entering global routing. The first global-routing pass estimated 12.25 mm of wire. Summed over all nets, the switching power comes to 37.72 µW. In this run the standard cell core region covers 9284 µm². In this run, the clock network consumes 0% of the power. In this run the mean area of a mapped cell was 10.40 µm². The met2 wirelength from detailed routing is 3.369 mm. Sort of element at the start of the critical path: an input port. After synthesis, the share of flip-flops with an asynchronous set or reset is 100.0%. The number of global-route vias before repair came out at 2540. Signal routing reaches up to met3.

After clock tree synthesis, the flow added hold-fix buffers numbering 0. Looking at the critical path, the single cell with the biggest stage delay is sky130_fd_sc_hd__nor4_1. For this run the detailed placement stage logged an HPWL of 5.879 mm.

The run gives 0 as the number of failing hold endpoints at the final stage. Measured along the y axis, the die boundary spans 99.96 µm. Summing all placed instances gives a cell area of 4454 µm². The finished layout holds 544 standard cells, fillers aside. For the overall routing resource usage, the log shows 15.37%. According to the timing report, the critical path is launched from N_in[4]. The run gives 0.28 ns for the delay of the slowest cell on the worst path. The run gives 62 as the count of unclocked register or latch pins. The upper clock frequency limit came out at 560.6 MHz. Looking at the cell usage after synthesis, the top flip-flop cell is sky130_fd_sc_hd__dfrtn_1.

According to the I/O placement log, the pin count is 44. Looking at the max-slew report, the worst-margin pin has a slew of 0.6812 ns. Yosys mapped the design onto 65 distinct sky130hd cell types. Internal power comes to 72.98 µW.
-- power by group through the flow --
stage | sequential [mW] | clock, mW | combinational, mW
CTS | 0.0501 | 0 | 0.0613
global route | 0.0506 | 0 | 0.0682
finish | 0.0499 | 0 | 0.0608
-- cell families after synthesis --
| logic type | share of synthesized area (%) |
|---|---|
| buffers and inverters | 2.673 |
| flip-flops | 40.48 |
| XOR/XNOR | 13.69 |
| AND-OR/OR-AND | 16.98 |
| adder cells (fa/ha/maj) | 11.47 |
| other | 0.09769 |
| AND/OR/NAND/NOR | 14.60 |
-- cells in the final DEF, fill, tap and decap left out, types with 4 or more instances in the layout --
cell,Yosys,final
sky130_fd_sc_hd__nand2b_1,4,4
sky130_fd_sc_hd__dfrtp_1,29,29
sky130_fd_sc_hd__a21oi_1,20,20
sky130_fd_sc_hd__dlygate4sd2_1,0,10
sky130_fd_sc_hd__nor3_1,9,9
sky130_fd_sc_hd__xor2_1,25,24
sky130_fd_sc_hd__o21ai_1,6,6
sky130_fd_sc_hd__a21o_1,4,4
sky130_fd_sc_hd__o21ai_0,13,13
sky130_fd_sc_hd__dfrtn_1,31,31
sky130_fd_sc_hd__and3_1,4,4
sky130_fd_sc_hd__buf_4,0,4
sky130_fd_sc_hd__and2_1,4,4
sky130_fd_sc_hd__nand2_1,20,20
sky130_fd_sc_hd__inv_1,25,25
sky130_fd_sc_hd__nor2_1,18,18
sky130_fd_sc_hd__ha_1,32,32
sky130_fd_sc_hd__xnor2_1,35,35
sky130_fd_sc_hd__nand3_1,15,15
sky130_fd_sc_hd__a21boi_1,4,4
sky130_fd_sc_hd__clkdlybuf4s50_1,0,32
sky130_fd_sc_hd__o21a_1,6,6
-- sequential cells by signal, summed over array words and instances, names as in the netlist --
register	cells
rstb_syn1	1
d_out	29
d1	11
rstb	1
d2	20
-- layer usage --
layer  vias up  track usage [%]
li1       1405                -
met1      1313            25.54
met2        27            25.09
met3         0          0.07082
met4         0                0
met5         -                0
-- critical path, delay by kind of cell --
| family | cells | cell delay (ns) |
|---|---|---|
| simple gates | 2 | 0.41 |
| xor+xnor | 1 | 0.14 |
| buf+inv | 3 | 0.48 |
-- area by class of cell --
class	count	area, µm²	area share (%)
multi-input cells	280	2196	49.20
repair buffers	48	457.9	10.26
well taps	129	161.4	3.616
inverters	25	93.84	2.103
flip-flops and latches	62	1554	34.82
-- worst paths after layout --
check,endpoint,slack (ns),cells after the start
setup / recovery,done,0.12,6
hold / removal,done,1.46,6
-- metrics by stage --
stage                     util (%)  worst slack [ns]
after floorplan                  -            0.6156
after global placement       47.98           -0.3959
after detailed placement     47.98           -0.3723
after CTS                    47.82           0.08058
after global routing         48.07           0.03360
final                        48.07            0.1161
-- cell usage after synthesis (4+ instances only) --
master                     instances  share of area (%)
sky130_fd_sc_hd__nor2_1           18                1.8
sky130_fd_sc_hd__a21oi_1          20                2.6
sky130_fd_sc_hd__nand2_1          20                2.0
sky130_fd_sc_hd__and2_1            4               0.65
sky130_fd_sc_hd__inv_1            25                2.4
sky130_fd_sc_hd__a21boi_1          4               0.78
sky130_fd_sc_hd__o21ai_1           6               0.78
sky130_fd_sc_hd__dfrtn_1          31                 20
sky130_fd_sc_hd__xor2_1           25                5.7
sky130_fd_sc_hd__nand2b_1          4               0.65
sky130_fd_sc_hd__o21a_1            6                1.2
sky130_fd_sc_hd__and3_1            4               0.65
sky130_fd_sc_hd__o21ai_0          13                1.7
sky130_fd_sc_hd__xnor2_1          35                8.0
sky130_fd_sc_hd__nor3_1            9                1.2
sky130_fd_sc_hd__ha_1             32                 10
sky130_fd_sc_hd__a21o_1            4               0.78
sky130_fd_sc_hd__nand3_1          15                2.0
sky130_fd_sc_hd__dfrtp_1          29                 19
-- what timing repair did --
action                                  in CTS  in global routing
gates resized                               12                  4
buffers inserted                             0                  1
pin swaps                                    4                  3
endpoints found under the setup margin       1                  1
No activity file was given, so power comes from the tool's default toggle rates.
